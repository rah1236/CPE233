==> ./design.v <==
`timescale 1ns / 1ps
module cntr_udclr_nb  #(parameter n=8) (clk, clr, up, ld, D, count, rco); 
    input  clk, clr, up, ld; 
    input  [n-1:0] D; 
    output   reg [n-1:0] count; 
    output   reg rco; 
    always @(posedge clr, posedge clk)
    begin 
        if (clr == 1)        
           count <= 0;
        else if (ld == 1)    
           count <= D; 
        else if (up == 1)    
           count <= count + 1; 
        else if (up == 0)    
           count <= count - 1;  
    end 
    always @(count, up)
    begin 
       if ( up == 1 && &count == 1'b1)
          rco = 1'b1;
       else if (up == 0 && |count == 1'b0)
          rco = 1'b1;
       else 
          rco = 1'b0; 
    end
endmodule
==> ./run.sh <==
#!/bin/bash
# OpenROAD 26Q1-2900-gdf79404cd8, Yosys 0.63+post, stock flow scripts
make -C /OpenROAD-flow-scripts/flow DESIGN_CONFIG=/design/flow/config.mk WORK_HOME=/design/flow/orfs finish
==> ./config.mk <==
export PLATFORM = sky130hd
export DESIGN_NAME = cntr_udclr_nb
export DESIGN_NICKNAME = cntr_udclr_nb
export VERILOG_FILES = /design/flow/design.v
export SDC_FILE = /design/flow/constraint.sdc
export NUM_CORES = 4
export LEC_CHECK = 1
export CORE_AREA = 10 10 75 75
export DIE_AREA = 0 0 85 85
==> ./constraint.sdc <==
current_design cntr_udclr_nb

set clk_period 2.1
set clk_io_pct 0.2

create_clock -name clk0 -period $clk_period [get_ports {clk}]

set non_clock_inputs [all_inputs -no_clocks]
set_input_delay [expr $clk_period * $clk_io_pct] -clock clk0 $non_clock_inputs
set_output_delay [expr $clk_period * $clk_io_pct] -clock clk0 [all_outputs]
==> results.py <==
# Synthesis and PnR figures
metrics = {
    "outcome": {
        "status": "finished, final reports clean",
    },
    "global_routing": {
        "met1_usage_pct": 7.89,
        "grt_most_used_layer": "met1",
        "grt_use_total_pct": 5.36,
        "grt_max_degree": 11,
        "overflow": 0,
        "grt_pass1_vias": 690,
        "antenna_found_initial": 0,
        "met2_usage_pct": 7.56,
        "grt.met3_usage_pct": 1.54,
        "grt_pass1_wl_mm": 3.34,
    },
    "power": {
        "ir_drop_mv": 0.211,
        "power.density_nw_per_um2": 915,
        "p_leak_nw": 0.456,
        "p_total_mw": 1.03,
    },
    "clocking": {
        "clk_path_buf_depth": 2,
        "cts_hold_buf": 0,
        "clk_pin_slew_ns": 0.04,
        "clk_latency_ns": 0.23,
        "cts_sinks": 8,
        "postCtsSetupBuffers": 0,
        "htreeDepth": 1,
        "postCtsResizedCells": 3,
        "cts_buffers": 3,
        "clockRootBuffer": "clkbuf_8",
        "cts_tree": "done",
    },
    "logic_synthesis": {
        "netlist_instances": 76,
        "yosys-stat-area_um2": 676,
        "syn_avg_cell_area_um2": 8.89,
        "topCellsByArea": "dfrtp_1, ha_1, a211oi_1",
        "synth_area_leader_cell": "dfrtp_1",
        "top_area_share_pct": 29.6,
        "ys_seq_share_pct": 29.6,
        "syn_area_um2": 676,
        "synth.distinct_cells": 34,
        "ys.flops": 8,
        "ys_cells": 76,
        "ys_warn_count": 1,
    },
    "worst_hold_path": {
        "min_path_type": "primary input to async pin",
    },
    "worst_setup_path": {
        "crit_path_max_incr_delay_ns": 0.45,
        "required_ns": 1.68,
        "path_cells": "nor4_1, nand3_1, o31ai_1, dlygate4sd2_1",
        "worstPathMaxFanout": 4,
        "cp-start-kind": "flop",
        "cp_num_buf_inv": 1,
        "critical-path-top-delay-family": "flip-flops",
        "cp-end-kind": "output pin",
        "crit_path_top_delay_cell": "dfrtp_1",
        "cp.depth": 4,
        "rrSetupSlack_ns": 0.37,
        "r2r_cells": 5,
        "arrival_ns": 1.37,
        "critPathKind": "flop to output pin",
    },
    "final_timing": {
        "report.final.slew_viol_count": 0,
        "rsz0062_at_grt": "no",
        "period_used_pct": 85.4,
        "final_hold_viol_count": 0,
        "setup_viol": 0,
        "finClkSkew_ns": 0.00496,
        "finalCriticalPeriod_ns": 1.79,
        "worst_slew_pin_slew_ns": 0.384,
        "worst_hold_slack_ns": 0.446,
        "finalSetupTns_ns": 0,
        "max_slew_margin_pct": 74.2,
        "fmax_mhz": 558,
    },
    "layout": {
        "comb_area_um2": 487,
        "regArea_um2": 200,
        "areaGrowthSynthToFinish_pct": 66.1,
        "fillers": 420,
        "top_register": "count",
        "drive_gt1_share_pct": 23.2,
        "final_area_um2": 1120,
        "largest_reg_flops": 8,
        "reg_top3": "count (8)",
    },
    "floorplanning": {
        "ios": 21,
        "rows": 23,
        "chip_area_um2": 7230,
        "core_util_floorplan_pct": 16.7,
        "die_w_um": 85,
        "die_h_um": 85,
        "core_um2": 4060,
    },
    "flow_run": {
        "drv_cap": 0,
        "warning_count": 25,
    },
    "route": {
        "post_drt_via_cell_ratio": 4.51,
        "dr.pass1.iters": 4,
        "wl_mm": 2.05,
        "route.detailed.wl_per_inst_um": 12.6,
        "diodes": 0,
        "antenna_left": 0,
        "drt_iter0_markers": 59,
        "dr_total_vias": 730,
        "drcViolationCount": 0,
    },
    "placed_design": {
        "place_congestion": 0.888,
        "io_buffers": 20,
        "dp_hpwl_mm": 1.67,
        "dpl_cell_area_um2": 1040,
    },
}
[cell usage in the layout, fill, tap and decap left out, types with 2 or more instances in the layout]
cell	count
nand3_1	3
nand4b_1	2
clkdlybuf4s50_1	18
a211oi_1	4
buf_4	15
ha_1	4
a21o_1	2
inv_1	3
ha_4	2
nor2_1	3
nor4_1	2
xnor2_1	2
nand2_1	8
clkbuf_8	3
o21ai_0	7
dfrtp_1	8
o21bai_1	2
[worst register-to-register path, cell delays in order, from the launching register on]
cell and delay (ns):
dfrtp_1 0.47, fa_1 0.47, buf_4 0.16, a21o_1 0.15
a211oi_1 0.21, o21ai_0 0.14
[area by class of cell]
| class | instances | share of cell area, % |
|---|---|---|
| multi-input combinational | 62 | 43.4 |
| timing repair buffer | 35 | 28.0 |
| sequential | 8 | 17.8 |
| tap | 50 | 5.57 |
| clock buffer | 3 | 3.68 |
| inverter | 4 | 1.56 |
[cell usage after synthesis (all sizes together)]
cell type,n
a211oi,5
nor3,2
o31a,1
dfrtp,8
clkbuf,1
nor2,3
nor4b,1
nand4b,2
buf,1
nand3,3
o21bai,2
nand4,1
or2,1
a221oi,1
o21ai,8
a311oi,1
inv,4
o211ai,1
a21oi,1
nand3b,1
nor4,2
o311a,1
fa,1
o221a,1
nand2b,1
ha,6
nor2b,1
nand2,8
o311ai,1
o31ai,1
mux2,1
xnor2,2
a21o,2
[layer usage]
metal	routed length [um]	up-vias
li1	-	370
met1	951	343
met2	923	15
met3	143	2
met4	27	0
met5	0	-
[where the power goes]
group	switching (mW)	internal (mW)	leakage (nW)
clock	0.0598	0.124	0.0216
sequential	0.0671	0.199	0.0943
combinational	0.224	0.353	0.340
[cell families after synthesis]
group	share of synthesized area [%]
AOI/OAI and AO/OA	28.1
and+or+nand+nor	20.4
DFF	29.6
adders and majority gates	14.1
buffers and inverters	3.52
xor gates and xnor gates	2.59
muxes	1.67
[final timing paths]
path / startpoint / end
hold reg to reg: count[0] / count[0]
hold / removal: clr / count[4]
setup / recovery: count[2] / rco
min in group clk0: count[0] / count[0]
setup reg to reg: count[0] / count[4]
max in group asynchronous: clr / count[3]
[through the flow]
| stage | std cells | setup WS, ns | util (%) |
|---|---|---|---|
| 5_1_grt | 162 | 0.199 | 27.7 |
| 6_report | 162 | 0.306 | 27.7 |
| 3_5_place_dp | 159 | -0.242 | 25.7 |
| 2_1_floorplan | 76 | 0.341 | - |
| 4_1_cts | 162 | 0.0506 | 26.8 |
| 3_3_place_gp | 159 | -0.217 | 25.7 |
Power figures rest on the tool's default switching activity, not on a simulated workload.
