<file path="./config.mk">
export PLATFORM = sky130hd
export DESIGN_NAME = ram_single_port
export DESIGN_NICKNAME = ram_single_port
export VERILOG_FILES = /design/flow/design.v
export SDC_FILE = /design/flow/constraint.sdc
export NUM_CORES = 4
export LEC_CHECK = 1
export CORE_UTILIZATION = 30
</file>
<file path="./constraint.sdc">
current_design ram_single_port

set clk_period 2.9
set clk_io_pct 0.2

create_clock -name clk0 -period $clk_period [get_ports {clk}]

set non_clock_inputs [all_inputs -no_clocks]
set_input_delay [expr $clk_period * $clk_io_pct] -clock clk0 $non_clock_inputs
set_output_delay [expr $clk_period * $clk_io_pct] -clock clk0 [all_outputs]
</file>
<file path="./design.v">
`timescale 1ns / 1ps
`default_nettype none
module ram_single_port 
   #(parameter n = 3,
     parameter m = 8) (
	input wire [m-1:0] data_in,
	input wire [n-1:0] addr,
	input wire we, 
	input wire clk,
	output wire [m-1:0] data_out  );
	reg [m-1:0] memory[2**n-1:0];
	always @ (posedge clk)
	begin
		if (we)
			memory[addr] <= data_in;
	end
	assign data_out = memory[addr];
endmodule
`default_nettype wire
</file>
<file path="./run.sh">
#!/bin/bash
# OpenROAD 26Q1-2900-gdf79404cd8, Yosys 0.63+post, stock flow scripts
make -C /OpenROAD-flow-scripts/flow DESIGN_CONFIG=/design/flow/config.mk WORK_HOME=/design/flow/orfs finish
</file>
==> job_summary.md <==
### Metrics collected by this job

| Metric | Value |
|---|---|
| Post-synth regs | roughly 64 |
| CTS Root Cell | clkbuf_8 |
| Critical path cell sequence | clkdlybuf4s50_1, buf_12, and3b_1, a311oi_2, o221ai_1, clkdlybuf4s50_1 |
| Largest regs | memory x64 |
| Remaining DRCs | 0 |
| Clock Path Buffers | 2 |
| Cell taking the most area after synthesis | edfxtp_1 |
| Critical path type | in2out |
| CP peak stage delay | 450 ps |
| Gp weighted congestion | 0.783 |
| H-tree depth | 3 |
| Routed Antenna Nets | 0 |
| Library cells used by synthesis | 27 |
| Vias | around 1300 |
| FF/Latch Area | about 1900 um2 |
| Sw Share | between 20% and 30% |
| Total CTS buffers | 9 |
| N_diodes | 0 |
| Number of flip-flops in the largest register | ~64 |
| Mux frac, synth | 16.8% |
| Post-synthesis sequential area ratio | 75.2% |
| Crit path time final | 2830 ps |
| Worst slew pin tran | roughly 260 ps |
| Net Switching | ~0.42 mW |
| YS warnings | 1 |
| Max Cap Viol | 0 |
| CTS Hold Buffers Added | 0 |
| Gr usage total | between 10% and 20% |
| XOR-XNOR Cells, Area Fraction | 0% |
| Non-Filler Instances | around 280 |
| Worst setup EP type | primary output |
| CP dominant cell by count | clkdlybuf4s50_1 |
| TritonCTS clock tree | built |
| Largest Register | memory |
| IO Port Bufs | 20 |
| Mapped Avg Cell Area | around 21 um2 |
| Synthesized instance count | between 100 and 150 |
| Yosys adder share | 0% |
| Run status | completed |
| CP Max Fanout | 17 |
| FILL cells | 698 |
| GRT overflow | 0 |
| Worst endpoint data arrival time | ~2300 ps |
| Setup Viol. Count Final | 0 |
| Routed WL | 4.73 mm |
| Logic family by area | multiplexers |
| Final core occ | between 30% and 40% |
| Worst setup SP type | input port |
| Max-slew violation count | 0 |
| Placed cell count | around 260 |
| Req. time, crit path | 2320 ps |
| Internal power | around 1.5 mW |
| Initial detailed-routing violation count | 30 |
| Core area | 8220 um2 |
| Die Ht | approximately 94 um |
| Max-area cell share | between 70 and 80% |
| Die width | 94.3 um |
| Basic Gates by Area | 3.53% |
| Global-route wire length before repair | ~7.5 mm |
| Combinational gate area | approximately 580 um2 |
| Pre-Repair DR Iteration Count | 4 |
| Tcrit/Tclk final | 97.5% |
| Yosys chip area | between 2000 and 3000 um2 |
| Top area cell types | edfxtp_1 (75%), mux4_2 (7.1%), mux4_1 (4.1%) |
| Slowest stage cell, crit path | clkdlybuf4s50_1 |
| OpenROAD warning count | 25 |
| RSZ-0062 raised after global routing | false |
| Row count | 33 |
| Max_slew headroom | roughly 83% |
| Die Footprint | between 8000 and 9000 um2 |
| Sink Count | 64 |
| Max IR drop VDD | 0.180 mV |
| Proportion of power drawn by flip-flops and latches | between 50% and 60% |
| Via/cell ratio | roughly 4.6 |
| I/O pin count | 21 |
| P&R area growth vs syn | 28.6% |
| Hold Path Class | in2reg |
| DP HPWL | between 3 and 4 mm |
| Syn Std Cell Area | between 2000 and 3000 um2 |
| Area fraction in compound gates | under 10% |
| Ys cells | roughly 120 |
| Clock-pin transition on the worst setup and hold timing paths | 70 ps |
| FMAX | 0.354 GHz |
| Proportion of layout cells with a drive suffix above 1 | between 30 and 40% |
| Hold Fails Final Rpt | 0 |
| Initial Utilization | approximately 31% |
| P per Cell Area | roughly 570 nW/um2 |
| Largest net degree at the start of global routing | 18 |
| Initial antenna violation count | 0 |
| Worst path bufs/invs | 3 |
| Comb pwr share | a little under 9% |
| Lkg Pwr | approximately 1.1 nW |
| Vias in the first global route | roughly 1500 |
| DR WL/cell | 16.8 um |
| CP top delay family | buffers and inverters |
| Part of the power in the clock network | 35.0% |
## area by class of cell
cell class,instances,area share [%]
Clock inverter,7,1.68
Inverter,1,0.114
Clock buffer,9,3.77
Multi-Input combinational cell,49,17.6
Tap cell,105,4.00
Timing Repair Buffer,47,14.4
Sequential cell,64,58.5
## power groups by stage
stage	combinational (mW)	clock (mW)	sequential, mW
after CTS	0.169	0.679	1.05
after global routing	0.182	0.713	1.06
final	0.168	0.659	1.05
## cell usage after synthesis
cell      count
a21oi_1       1
nor3_1        2
nand2b_1      2
nand3_1       2
buf_2         3
o211a_1       1
buf_12        1
nor2_1        7
mux2_2        2
o211ai_1      1
a22oi_1       1
mux4_2        8
mux2_1        1
edfxtp_1     64
a211o_1       1
o221ai_1      1
mux2_4        6
inv_1         1
nand3b_1      1
clkbuf_1      1
mux4_1        4
a311oi_1      1
and3b_1       1
buf_1         1
nand2_1       4
mux2i_1       2
buf_6         1
## placed cells by master, fill, tap and decap left out, drive strengths merged
cell and count:
edfxtp 64, buf 26, clkdlybuf4s50 18, mux4 12
clkbuf 9, mux2 9, nor2 7, clkinvlp 5
nand2 4, inv 3, mux2i 2, nand3 2
nand2b 2, nor3 2, nand3b 1, o211a 1
and3b 1, a311oi 1, o221ai 1, a22oi 1
a21oi 1, a211o 1, o211ai 1, bufbuf 1
clkdlybuf4s15 1, dlygate4sd2 1
## metal layers
layer / GRT usage [%] / part of all wire, % / vias to the layer above
met5: 0 / 0 / -
met4: 1.41 / 1.2 / 0
met3: 7.41 / 9.1 / 5
met2: 18.8 / 47 / 53
met1: 17.0 / 43 / 639
li1: - / - / 599
## cell families after synthesis
kind of cell	after synthesis
AND-OR/OR-AND	7
multiplexers	23
flip-flops	64
AND/OR/NAND/NOR	19
buffers and inverters	8
## stage by stage
| step | hold slack (ps) | setup TNS [ps] | area (um2) | total power, mW | worst slack [ps] |
|---|---|---|---|---|---|
| floorplan | 679 | 0 | 2550 | 1.15 | 763 |
| global placement | 1310 | -1290 | 3040 | 1.23 | -237 |
| global route | 976 | 0 | 3290 | 1.95 | 12.1 |
| detailed placement | 1330 | -1540 | 3040 | 1.23 | -281 |
| finish | 971 | 0 | 3290 | 1.88 | 73.5 |
| CTS | 963 | 0 | 3280 | 1.90 | 22.8 |
## worst paths after layout
path / start / end / slack (ps) / cells past startpoint
max: addr[1] / data_out[6] / 70 / 6
min: data_in[4] / memory[2][4] / 970 / 1
## repair_timing
action,in CTS,in global routing
setup buffers,3,0
resized,4,3
endpoints found under the setup margin,8,4
cloned,1,0
hold endpoints to repair,0,0
Power and IR drop assume default switching activity.
